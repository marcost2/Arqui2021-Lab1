`flow/run.sh`:
```
#!/bin/bash
# OpenROAD 26Q1-2900-gdf79404cd8, Yosys 0.63+post, stock flow scripts
make -C /OpenROAD-flow-scripts/flow DESIGN_CONFIG=/design/flow/config.mk WORK_HOME=/design/flow/orfs finish
```
`flow/design.v`:
```
module adder #(parameter N = 64)
					(input logic [N-1:0] a, b,
					output logic [N-1:0] y);
	assign y = a + b;
endmodule
module alu (input logic [63:0] a,
				input logic [63:0] b,
				input logic [3:0] ALUControl,
				output logic [63:0] result,
				output logic zero);
	always_comb
		begin
			casez(ALUControl)
				4'b0000: result = a & b;
				4'b0001: result = a | b;
				4'b0010: result = a + b;
				4'b0110: result = a - b;
				4'b0111: result = b;
				4'b1100: result = ~(a | b);
				default: result = 64'b0;
			endcase
			if (result === 64'b0) zero = 1;
			else zero = 0;
		end
endmodule
module datapath #(parameter N = 64)
					(input logic reset, clk,
					input logic reg2loc,									
					input logic AluSrc,
					input logic [3:0] AluControl,
					input logic	Branch,
					input logic memRead,
					input logic memWrite,
					input logic regWrite,	
					input logic memtoReg,									
					input logic [31:0] IM_readData,
					input logic [N-1:0] DM_readData,
					output logic [N-1:0] IM_addr, DM_addr, DM_writeData,
					output logic DM_writeEnable, DM_readEnable );					
	logic PCSrc;
	logic [N-1:0] PCBranch_E, aluResult_E, writeData_E, writeData3; 
	logic [N-1:0] signImm_D, readData1_D, readData2_D;
	logic zero_E;
	logic [95:0] qIF_ID;
	logic [270:0] qID_EX;
	logic [202:0] qEX_MEM;
	logic [134:0] qMEM_WB;
	fetch 	#(64) 	FETCH 	(.PCSrc_F(PCSrc),
										.clk(clk),
										.reset(reset),
										.PCBranch_F(qEX_MEM[197:134]),
										.imem_addr_F(IM_addr));								
	flopr 	#(96)		IF_ID 	(.clk(clk),
										.reset(reset), 
										.d({IM_addr, IM_readData}),
										.q(qIF_ID));
	decode 	#(64) 	DECODE 	(.regWrite_D(qMEM_WB[134]),
										.reg2loc_D(reg2loc), 
										.clk(clk),
										.writeData3_D(writeData3),
										.instr_D(qIF_ID[31:0]), 
										.signImm_D(signImm_D), 
										.readData1_D(readData1_D),
										.readData2_D(readData2_D),
										.wa3_D(qMEM_WB[4:0]));				
	flopr 	#(271)	ID_EX 	(.clk(clk),
										.reset(reset), 
										.d({AluSrc, AluControl, Branch, memRead, memWrite, regWrite, memtoReg,	
											qIF_ID[95:32], signImm_D, readData1_D, readData2_D, qIF_ID[4:0]}),
										.q(qID_EX));	
	execute 	#(64) 	EXECUTE 	(.AluSrc(qID_EX[270]),
										.AluControl(qID_EX[269:266]),
										.PC_E(qID_EX[260:197]), 
										.signImm_E(qID_EX[196:133]), 
										.readData1_E(qID_EX[132:69]), 
										.readData2_E(qID_EX[68:5]), 
										.PCBranch_E(PCBranch_E), 
										.aluResult_E(aluResult_E), 
										.writeData_E(writeData_E), 
										.zero_E(zero_E));											
	flopr 	#(203)	EX_MEM 	(.clk(clk),
										.reset(reset), 
										.d({qID_EX[265:261], PCBranch_E, zero_E, aluResult_E, writeData_E, qID_EX[4:0]}),
										.q(qEX_MEM));	
	memory				MEMORY	(.Branch_M(qEX_MEM[202]), 
										.zero_M(qEX_MEM[133]), 
										.PCSrc_M(PCSrc));
	assign DM_writeData = qEX_MEM[68:5];
	assign DM_addr = qEX_MEM[132:69];
	assign DM_writeEnable = qEX_MEM[200];
	assign DM_readEnable = qEX_MEM[201];
	flopr 	#(135)	MEM_WB 	(.clk(clk),
										.reset(reset), 
										.d({qEX_MEM[199:198], qEX_MEM[132:69],	DM_readData, qEX_MEM[4:0]}),
										.q(qMEM_WB));
	writeback #(64) 	WRITEBACK (.aluResult_W(qMEM_WB[132:69]), 
										.DM_readData_W(qMEM_WB[68:5]), 
										.memtoReg(qMEM_WB[133]), 
										.writeData3_W(writeData3));		
endmodule
module decode #(parameter N = 64)
					(input logic regWrite_D, reg2loc_D, clk,
					input logic [N-1:0] writeData3_D,
					input logic [31:0] instr_D,
					output logic [N-1:0] signImm_D, readData1_D, readData2_D, 
					input logic [4:0] wa3_D);  
	logic [4:0] ra2;			
	mux2 	#(5) 	ra2mux	(.d0(instr_D[20:16]), .d1(instr_D[4:0]), .s(reg2loc_D), .y(ra2));
	regfile 		registers(.clk(clk), .we3(regWrite_D), .ra1(instr_D[9:5]), .ra2(ra2), .wa3(wa3_D), 
								 .wd3(writeData3_D), .rd1(readData1_D), .rd2(readData2_D));
	signext 		ext		(.a(instr_D), .y(signImm_D));	
endmodule
module execute #(parameter N = 64)    (
													input logic AluSrc,
                                       input logic [3:0] AluControl,
                                       input logic [63:0] PC_E, signImm_E, readData1_E, readData2_E,
                                       output logic [63:0] PCBranch_E, aluResult_E, writeData_E,
                                       output logic zero_E);
    logic [N-1:0] Sl2ToAdd, MuxToALU;             
    mux2     #(N)        MUX            (.d0(readData2_E), .d1(signImm_E), .s(AluSrc), .y(MuxToALU));
    adder #(N)        Add            (.a(Sl2ToAdd), .b(PC_E), .y(PCBranch_E));
    sl2     #(N)        ShiftLeft2    (.a(signImm_E), .y(Sl2ToAdd));
    alu                 ALU            (.a(readData1_E), .b(MuxToALU), .ALUControl(AluControl), .result(aluResult_E), .zero(zero_E));
    assign writeData_E = readData2_E;
endmodule
module fetch #(parameter N = 64)
					(input logic PCSrc_F, clk, reset,
					input logic [N-1:0] PCBranch_F,
					output logic [N-1:0] imem_addr_F);
	logic [63:0] result_adder;
	logic [63:0] pc_final;
	adder Add (.a(imem_addr_F), .b(64'b100), .y(result_adder));
	mux2 MUX (.d0(result_adder), .d1(PCBranch_F), .s(PCSrc_F), .y(pc_final));
	flopr PC (.clk(clk), .reset(reset), .d(pc_final), .q(imem_addr_F));
endmodule
module flopr
				#(parameter N = 64)  
				(input logic clk,
				 input logic reset,
				 input logic [N-1:0] d,
				 output logic [N-1:0] q);
always_ff @(posedge clk, posedge reset)
if (reset) q <= 4'b0;
else q <= d;
endmodule
module memory 	(input logic Branch_M, zero_M,					
					output logic PCSrc_M);
	assign PCSrc_M = Branch_M & zero_M;
endmodule
module mux2 #(parameter N = 64)
				(input logic [N-1:0] d0, d1,
				input logic s,
				output logic [N-1:0] y);
	assign y = s ? d1 : d0;
endmodule
module regfile (input logic clk, we3,
					 input logic [4:0] ra1, ra2, wa3,
					 input logic [63:0] wd3,
					 output logic [63:0] rd1, rd2);
	logic [63:0] regs [32];
	initial begin
		regs[31] = 0;
		for(int i = 0; i < 31; ++i) begin
			regs[i] = i;
		end
	end
	assign rd1 = (wa3==ra1 && (we3 && wa3 != 31)) ? wd3 : regs[ra1];
	assign rd2 = (wa3==ra2 && (we3 && wa3 != 31)) ? wd3 : regs[ra2];
	always @(posedge clk)
	begin
		if(we3 && (wa3 != 31)) regs[wa3] = wd3;
	end
endmodule
module signext (input logic [31:0] a,
					 output logic [63:0] y);
	always_comb
	casez(a[31:21])
		11'b111_1100_0010: y= { {56{a[20]}}, a[19:12]};
		11'b111_1100_0000: y= {{56{a[20]}}, a[19:12]};		
		11'b101_1010_0???: y= {{46{a[23]}}, a[22:5]};		
		default:y = 64'b0;
	endcase
endmodule
module sl2 #(parameter N = 64)
				(input logic [N-1:0] a,					
				output logic [N-1:0] y);
	assign y[0] = 1'b0;
	assign y[1] = 1'b0;
	assign y[63:2] = a[61:0];
endmodule
module writeback #(parameter N = 64)
					(input logic [N-1:0] aluResult_W, DM_readData_W,
					input logic memtoReg,
					output logic [N-1:0] writeData3_W);					
	mux2 #(64) MtoRmux (.d0(aluResult_W), .d1(DM_readData_W), .s(memtoReg), .y(writeData3_W));
endmodule
```
`flow/config.mk`:
```
export PLATFORM = sky130hd
export DESIGN_NAME = datapath
export DESIGN_NICKNAME = datapath
export VERILOG_FILES = /design/flow/design.v
export SDC_FILE = /design/flow/constraint.sdc
export NUM_CORES = 4
export LEC_CHECK = 1
export CORE_UTILIZATION = 50
export SYNTH_HDL_FRONTEND = slang
```
`flow/constraint.sdc`:
```
current_design datapath

set clk_period 41.0
set clk_io_pct 0.2

create_clock -name clk0 -period $clk_period [get_ports {clk}]

set non_clock_inputs [all_inputs -no_clocks]
set_input_delay [expr $clk_period * $clk_io_pct] -clock clk0 $non_clock_inputs
set_output_delay [expr $clk_period * $clk_io_pct] -clock clk0 [all_outputs]
```
==> flow_summary.yaml <==
# yosys + openroad results
worst_setup_path:
  worstReg2RegEnd: "EX_MEM.q[133]"
  slowest_delay_ns: 0.70
  crit_type: "primary input to flip-flop"
  cp_max_fo: 69
  crit_slowest_cell: "buf_4"
  crit_family: "buffers and inverters"
  critPathCaptureType: "flip-flop"
  required_ns: 41.78
  worstPathCellList: "clkdlybuf4s50_1, buf_4, mux2i_4, buf_4, buf_4, buf_4, buf_12, buf_12, buf_4, mux4_2, nand2_1, and3_1, a311oi_1, a31oi_1, a21oi_1"
  reg2reg_depth: 22
  reg2reg_setup_slack_ns: 31.95
  worstSetupStartpointType: "primary input"
  critPathMostFrequentCell: "buf_4"
  worstReg2RegStart: "ID_EX.q[270]"
  crit_buf_inv: 8
  cp.arrival_ns: 14.17
die:
  core_um2: 258000
  die_h_um: 512
  die_area_um2: 262000
  rows: 186
  ioPinCount: 303
  initCoreUtil_pct: 50.5
  die_w_um: 512
synth:
  top_cell: "edfxtp_1"
  ys_area_um2: 130000
  yosysWarnings: 0
  synth_seq_share_pct: 61.2
  synth.area.top_cells: "edfxtp_1 (47%), mux4_2 (20%), dfrtp_1 (14%)"
  syn_inst: 8148
  synthArstFlopShare_pct: 26.1
  numSynthFlops: 2772
  netlist_area_um2: 130000
  yosysCellCount: 8148
  synth.distinct_cells: 96
  syn_area_per_cell_um2: 16.0
  synth-edff-count: 2048
  top_area_share_pct: 47.3
  simple_gate_share_pct: 6.11
  ff_type: "edfxtp_1"
  synthTopLogicFamily: "multiplexers"
  xor_share_pct: 1.50
  adder_share_pct: 1.71
  yosys.area.top_type: "edfxtp_1"
  common_cells: "edfxtp_1 (2048), mux4_2 (1152), nand2_1 (775)"
  ys_sh_aoi_pct: 5.75
  mux_share_pct: 20.9
outcome:
  status: "completed"
power:
  finalPower_mw: 6.93
  vdd_drop_max_v: 0.0000425
  power_density_nw_per_um2: 47.0
  p_leak_nw: 53.0
job:
  maxCapViolCount: 0
  warnings: 35
sta:
  slew_viol_final: 0
  max_freq_ghz: 0.0747
  clock_skew_ns: 0.0698
  rsz0062_at_grt: "false"
  relSlewSlack_pct: 25.7
  finalCritPeriodShare_pct: 32.7
  tns_ns: 0
  hold_violations: 0
  tightest_slew_ns: 1.11
  fin_crit_ns: 13.39
  setup_violations: 0
final_layout:
  finalNonFillerCells: 12091
  fillers: 19117
  drive_gt1_share_pct: 23.1
  area_growth_pct: 13.2
  finish.utilization_pct: 57.2
  final_area_um2: 147000
place:
  gp_congestion: 0.971
  dpl.hpwl_um: 266000
  place_area_um2: 137000
  dp.cells: 11527
  port-buffer-count: 302
grt:
  grt_pass1_wl_um: 603000
  antenna_found_initial: 30
  grt_overflow: 0
  grt_usage_pct: 36.0
  grt_max_degree: 119
  grt_pass1_vias: 85471
routing:
  firstDrtPassIters: 6
  wl_per_cell_um: 34.8
  drt-initial-drc-count: 6154
  routed_wl_um: 420000
  post_drt_via_cell_ratio: 6.57
  antenna_left: 0
  drc: 0
  vias: 79394
clock_tree:
  cts_resized: 0
  cts-root-buf: "clkbuf_16"
  clock_sinks: 2772
  cts_hold_buf: 0
  postCtsSetupBuffers: 0
  clock.latency.late_pin_ns: 0.97
  h-tree-depth: 5
  cts_tree: "built"
  clock_path_buffers: 4
  path_clk_slew_ns: 0.06
  numCtsBuffers: 314
min_path:
  min_to: "ID_EX.q[214]"
  min_path_cells: 0
  holdCritStartpoint: "IF_ID.q[49]"
  worstHoldPathType: "flip-flop to flip-flop"
[worst register-to-register path, cell delays in order, from the launching register on]
cell and delay (ns):
dfrtp_4 0.79, buf_4 0.57, or4b_1 0.51, a21oi_1 0.47, nand2_1 0.31, nor4_1 0.42, nor3b_1 0.56, o211ai_1 0.34
nor4_1 0.72, nor2_1 0.25, xnor2_1 0.19, ha_1 0.38, a21oi_1 0.31, nand2_1 0.22, nand2_1 0.16, nand2_1 0.06
a31oi_1 0.23, o311ai_0 0.13, or3b_1 0.43, a2111oi_0 0.41, nor4b_1 0.56, or4b_2 0.63, nor3_1 0.23
[flip-flops by register name, indices dropped and copies added, names as in the netlist]
signal and count:
EX_MEM.q 203, IF_ID.q 96, MEM_WB.q 135, DECODE.registers.regs 2048, FETCH.PC.q 64, ID_EX.q 226
[stage by stage]
stage	worst slack, ns	hold WS, ns
final	27.61	0.307
after CTS	27.53	0.308
after global placement	26.49	0.332
after floorplan	12.49	0.331
after detailed placement	26.46	0.335
after global routing	27.04	0.316
[final cells by class]
cell class              count  area [um^2]  area share (%)
flip-flops and latches   2772        79600            54.1
multi-input cells        4606        47400            32.2
clock buffers             416         8480            5.76
repair buffers            609         5430            3.69
well taps                3384         4230            2.88
clock inverters           134         1430           0.969
inverters                 156          593           0.403
diodes                     14         35.0          0.0238
[layer usage]
layer  up-vias  wire (um)  GRT usage [%]  share of wire, %
li1      32945          -              -                 -
met1     39471     129000           44.0                31
met2      5968     188000           49.1                45
met3       946      84300           29.7                20
met4        64      16600           10.4               3.9
met5         -       2740           7.91              0.65
[cell usage in the layout (no fill, tap or decap), drive strengths merged, types with 64 or more instances in the layout]
cell / count
nand3: 199
inv: 166
conb: 64
a31oi: 91
clkbuf: 416
ha: 129
xor2: 78
clkdlybuf4s50: 302
a211oi: 78
mux4: 1152
and3: 109
a311oi: 66
dfrtp: 724
nand2: 776
o21ai: 212
xnor2: 144
nor2: 255
buf: 307
mux2i: 101
a21o: 109
clkinv: 92
edfxtp: 2048
nor2b: 89
a21oi: 334
nor3: 64
[power breakdown]
| group | switching, mW | internal, mW |
|---|---|---|
| sequential | 0.106 | 3.16 |
| combinational | 0.563 | 0.363 |
| clock | 1.11 | 1.63 |
[cell families after synthesis]
family | after synthesis
buffers and inverters | 833
adder cells (fa/ha/maj) | 188
AND/OR/NAND/NOR | 1704
other | 1
flip-flops | 2772
multiplexers | 1271
XOR/XNOR | 222
AND-OR/OR-AND | 1157
[how the worst max path moves through the flow]
stage                 depth (start not counted)          end  startpoint  slack (ns)
after CTS                                    15  ID_EX.q[47]     reg2loc       27.53
final                                        15  ID_EX.q[48]     reg2loc       27.61
after global routing                         15  ID_EX.q[56]     reg2loc       27.04
No activity file was given, so power comes from the tool's default toggle rates.
