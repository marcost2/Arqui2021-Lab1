--- /design/flow/config.mk ---
export PLATFORM = sky130hd
export DESIGN_NAME = controller
export DESIGN_NICKNAME = controller
export VERILOG_FILES = /design/flow/design.v
export SDC_FILE = /design/flow/constraint.sdc
export NUM_CORES = 4
export LEC_CHECK = 1
export CORE_AREA = 10 10 70 70
export DIE_AREA = 0 0 80 80
export SYNTH_HDL_FRONTEND = slang
--- /design/flow/constraint.sdc ---
current_design controller

set clk_period 1.4
set clk_io_pct 0.2

create_clock -name clk0 -period $clk_period

set non_clock_inputs [all_inputs -no_clocks]
set_input_delay [expr $clk_period * $clk_io_pct] -clock clk0 $non_clock_inputs
set_output_delay [expr $clk_period * $clk_io_pct] -clock clk0 [all_outputs]
--- /design/flow/design.v ---
module aludec (input  logic [10:0] funct,  
					input  logic [1:0]  aluop,  
					output logic [3:0] alucontrol);  				
	always_comb
		if (aluop == 2'b00) alucontrol = 4'b0010;			 
		else if (aluop == 2'b01) alucontrol = 4'b0111; 	 
		else if((aluop == 2'b10)  & (funct == 11'b10001011000)) alucontrol = 4'b0010;	 
		else if((aluop == 2'b10)  & (funct == 11'b11001011000)) alucontrol = 4'b0110;	 
		else if((aluop == 2'b10)  & (funct == 11'b10001010000)) alucontrol = 4'b0000;	 
		else if((aluop == 2'b10)  & (funct == 11'b10101010000)) alucontrol = 4'b0001;	 
		else alucontrol = 4'b0000;
endmodule
module controller(input logic [10:0] instr,
						output logic [3:0] AluControl,						
						output logic reg2loc, regWrite, AluSrc, Branch,
											memtoReg, memRead, memWrite);
	logic [1:0] AluOp_s;
	maindec 	decPpal 	(.Op(instr), 
							.Reg2Loc(reg2loc), 
							.ALUSrc(AluSrc), 
							.MemtoReg(memtoReg), 
							.RegWrite(regWrite), 
							.MemRead(memRead), 
							.MemWrite(memWrite), 
							.Branch(Branch), 
							.ALUOp(AluOp_s));	
	aludec 	decAlu 	(.funct(instr), 
							.aluop(AluOp_s), 
							.alucontrol(AluControl));
endmodule
module maindec (input logic [10:0] Op,
					 output logic Reg2Loc, ALUSrc, MemtoReg, RegWrite, MemRead, MemWrite, Branch,
					 output logic [1:0] ALUOp);
		always_comb
		begin
			casez(Op)
			11'b100_0101_1000,11'b110_0101_1000,11'b100_0101_0000,11'b101_0101_0000: begin
				{ Reg2Loc, ALUSrc, MemtoReg, RegWrite, MemRead, MemWrite, Branch, ALUOp } = 9'b000100010;
			end
			11'b111_1100_0010 : { Reg2Loc, ALUSrc, MemtoReg, RegWrite, MemRead, MemWrite, Branch, ALUOp } = 9'b011110000;
			11'b111_1100_0000 : { Reg2Loc, ALUSrc, MemtoReg, RegWrite, MemRead, MemWrite, Branch, ALUOp } = 9'b110001000;
			11'b101_1010_0??? : { Reg2Loc, ALUSrc, MemtoReg, RegWrite, MemRead, MemWrite, Branch, ALUOp } = 9'b100000101;
			default: { Reg2Loc, ALUSrc, MemtoReg, RegWrite, MemRead, MemWrite, Branch, ALUOp } = 9'b0;
			endcase
		end
endmodule
--- /design/flow/run.sh ---
#!/bin/bash
# OpenROAD 26Q1-2900-gdf79404cd8, Yosys 0.63+post, stock flow scripts
make -C /OpenROAD-flow-scripts/flow DESIGN_CONFIG=/design/flow/config.mk WORK_HOME=/design/flow/orfs finish
==> flow_summary_export.csv <==
group,metric,value,unit
power,power_density,158,nW/um^2
floorplan,io_pins,22,
place,dp.cells,99,
route,drcViolationCount,0,
route,vias,333,
route,drt_iter0_markers,13,
logic_synthesis,synth_area,189,sq um
timing,finalHoldViolations,0,
timing,fmax,0.661,GHz
floorplan,coreArea,3420,sq um
logic_synthesis,yosys-top-cells-count,"3 x inv_1, 3 x nand3_1, 2 x buf_4, 2 x nand3b_1, 2 x nand4b_1",
timing,rsz0062_at_grt,"true",
setup_path,crit_path_end_kind,"output pin",
finish,drive_gt1_frac,0.754,
route,diodes,0,
setup_path,crit_path_cell_trace,"buf_6 > nor4b_4 > nand4_1 > o21ai_1 > buf_2",
status,status,"complete, but fails checks",
setup_path,worstSetupPathType,"in2out",
place,dp_hpwl,791,um
finish,area.sequential,0,sq um
grt,use_met1,0.0349,
route,wl,985,um
setup_path,setup.worst_path.start,"instr[0]",
floorplan,die_h,80,um
grt,grt_pass1_wl,1580,um
finish,seq_cells,0,
logic_synthesis,ys_area,189,sq um
route,detail_route.wl_per_cell,9.21,um
grt,top_usage_layer,"met2",
worst_hold_path,hold_class,"in2out",
status,violations,"setup timing",
floorplan,initial_core_util,0.0553,
setup_path,slowest_stage,"nor4b_4",
logic_synthesis,synth_top_cell_by_area,"nor4b_4",
place,place_ws,-0.835,ns
setup_path,worstPathRequired,1.12,ns
job,max_cap_viol_count,0,
finish,layoutNonFillerInstCount,107,
timing,worst_hold_slack,0.849,ns
route,routed_via_density,3.11,
grt,met3_usage,0.0102,
route,dr.pass1.iters,4,
setup_path,cp_max_fo,4,
logic_synthesis,syn_inst,27,
timing,report.final.slew_viol_count,0,
floorplan,rows,21,
job,warnings,34,
logic_synthesis,avgSynthCellArea,7.00,sq um
setup_path,critPathArrivalTime,1.23,ns
route,ant_nets,0,
floorplan,dieArea,6400,sq um
power,leakage,0.000261,uW
logic_synthesis,yosysSeqAreaShare,0,
floorplan,dieWidth,80,um
grt,antenna_found_initial,0,
grt,grt_pass1_vias,353,
finish,final_util,0.148,
setup_path,cpPeakStageDelay,0.36,ns
logic_synthesis,topCellsByArea,"nor4b_4 13%, nand4b_1 9.3%, nand3_1 7.9%",
place,gp_congestion,0.752,
logic_synthesis,top_area_frac,0.126,
finish,clock_buffers,0,
clocking,holdBufCountCts,0,
timing,fin_crit,1.51,ns
timing,setup_viol_count_final,5,
grt,met2_usage,0.0506,
power,vdd_ir_drop_max,0.0203,mV
logic_synthesis,yosysUniqueCellTypes,20,
grt,grt_max_degree,5,
setup_path,start_kind,"input pin",
timing,worst_slack,-0.113,ns
setup_path,crit_end,"reg2loc",
logic_synthesis,ys_cells,27,
grt,grt_use_total,0.0289,
timing,finalClockPeriodUsage,1.08,
logic_synthesis,yosysWarnings,0,
grt,overflow,0,
finish,syn_to_final_growth,168,%
place,io_buffers,21,
timing,fin_setup_tns,-0.383,ns
## logic make-up (layout without fill, tap and decap cells)
family / after synthesis / count (layout) / synth area share
AND-OR/OR-AND: 4 / 4 / 0.119
other: 1 / 1 / 0.0198
AND/OR/NAND/NOR: 17 / 17 / 0.722
buffers and inverters: 5 / 39 / 0.139
## cells in the final DEF, fill, tap and decap left out, types with 2 or more instances in the layout
cell,synthesis,routed
nor3b_4,0,2
nand3b_1,2,2
nand4b_1,2,2
inv_1,3,3
buf_6,0,3
buf_2,0,18
nand3_1,3,3
buf_4,2,14
## through the flow
stage | power (uW) | area [sq um]
final | 79.7 | 505
after global placement | 72.8 | 494
after detailed placement | 73.1 | 494
after CTS | 78.2 | 497
after floorplan | 17.6 | 189
after global routing | 86.1 | 505
## area by class of cell
cell class | count | area (sq um)
Fill cell | 391 | 2910
Inverter | 3 | 11.3
Multi-Input combinational cell | 22 | 203
Tap cell | 46 | 57.6
Timing Repair Buffer | 36 | 234
## worst max-delay path: cells and delay by family
kind,cells,cell delay [ns]
and+or+nand+nor,2,0.59
buffers and inverters,2,0.20
AOI/OAI and AO/OA,1,0.17
## worst min-delay path by stage
stage | start | to | slack [ns] | cells after the start
6_report | instr[0] | AluControl[1] | 0.85 | 4
4_1_cts | instr[2] | regWrite | 0.90 | 5
5_1_grt | instr[0] | AluControl[1] | 0.87 | 4
## power by group
part	total, uW	switching [uW]	internal (uW)
Combinational	79.7	31.1	48.6
Clock	0	0	0
Sequential	0	0	0
Total	79.7	31.1	48.6
## per-layer routing
layer | wire length [um] | up-vias
met5 | 0 | -
met4 | 0 | 0
met3 | 120 | 0
met2 | 457 | 14
met1 | 407 | 154
li1 | - | 165
## what timing repair did
action / CTS / global route
resized: 83 / 5
endpoints found under the hold margin: 0 / 0
setup endpoints to repair: 10 / 9
setup buffers: 8 / 0
pin swaps: 13 / 8
Power is estimated from default activity; no workload was simulated.
