**./design.v**
```verilog
module imem 
#(parameter N = 32)  
				(input logic [5:0] addr,
				 output logic [N-1:0] q);
		logic [N-1:0] ROM [64];
		initial 
           begin
           ROM = '{default:32'h00000000};
			  ROM [0:21] ='{32'h8b1f03e9,
32'h8b1f03ea,
32'h8b1e03de,
32'h8b0403cb,
32'hf800012a,
32'h8b01014a,
32'h8b080129,
32'hcb01016b,
32'hb400004b,
32'hb4ffff7f,
32'h8b1f03e9,
32'h8b1f03ea,
32'h8b0303cb,
32'h8a0e03ee,
32'hf84001c9,
32'h8b09014a,
32'h8b0801ce,
32'hcb01016b,
32'hb400004b,
32'hb4ffff7f,
32'hf80001ca,
32'hb400001f};
			end
		always_comb
			begin
				q = ROM[addr];
			end
endmodule
```
**./run.sh**
```bash
#!/bin/bash
# OpenROAD 26Q1-2900-gdf79404cd8, Yosys 0.63+post, stock flow scripts
make -C /OpenROAD-flow-scripts/flow DESIGN_CONFIG=/design/flow/config.mk WORK_HOME=/design/flow/orfs finish
```
**./config.mk**
```make
export PLATFORM = sky130hd
export DESIGN_NAME = imem
export DESIGN_NICKNAME = imem
export VERILOG_FILES = /design/flow/design.v
export SDC_FILE = /design/flow/constraint.sdc
export NUM_CORES = 4
export LEC_CHECK = 1
export CORE_AREA = 10 10 83 83
export DIE_AREA = 0 0 93 93
export SYNTH_HDL_FRONTEND = slang
```
**./constraint.sdc**
```tcl
current_design imem

set clk_period 3.4
set clk_io_pct 0.2

create_clock -name clk0 -period $clk_period

set non_clock_inputs [all_inputs -no_clocks]
set_input_delay [expr $clk_period * $clk_io_pct] -clock clk0 $non_clock_inputs
set_output_delay [expr $clk_period * $clk_io_pct] -clock clk0 [all_outputs]
```
==> impl_metrics.env <==
# flow metrics
export IMPL_outcome="finished clean"
export IMPL_num_rows=26
export IMPL_area_delta_synth_final_pct=63.4
export IMPL_grt_ovfl_total=0
export IMPL_grt_max_degree=16
export IMPL_initCoreUtil_pct=17.5
export IMPL_global_route_usage_total_pct=7.12
export IMPL_routed_wl_um=3210
export IMPL_crit_top_cell="sky130_fd_sc_hd__clkdlybuf4s50_1"
export IMPL_minimum_clock_period_after_layout_ns=3.16
export IMPL_place_area_mm2=0.00145
export IMPL_detailedRoute_firstPassIterationCount=3
export IMPL_preCtsSetupSlack_ns=-0.104
export IMPL_synth_sequential_area_ratio_pct=0
export IMPL_power_density_mw_per_mm2=113
export IMPL_criticalPathCategory="in -> out"
export IMPL_yosysUniqueCellTypes=44
export IMPL_cp_slowest_cell="sky130_fd_sc_hd__clkdlybuf4s50_1"
export IMPL_syn_area_um2=898
export IMPL_cts_setup_buffers=0
export IMPL_timing_final_max_slew_violations=0
export IMPL_critPathArrivalTime_ns=2.48
export IMPL_critical_path_max_stage_delay_ns=0.53
export IMPL_max_slew_margin_rel_pct=77.1
export IMPL_achievable_freq_ghz=0.316
export IMPL_n_clock_buffer=0
export IMPL_area_leaders="sky130_fd_sc_hd__ha_1 (14%), sky130_fd_sc_hd__buf_4 (8.4%), sky130_fd_sc_hd__nor2b_1 (7.7%)"
export IMPL_hold_path_endpoint="q[8]"
export IMPL_timing_critical_path_max_delay_family="buffers and inverters"
export IMPL_highest_signal_layer="met4"
export IMPL_seq_area_um2=0
export IMPL_crit_chain="clkdlybuf4s50_1 -> buf_4 -> nor3b_1 -> a21oi_1 -> o311ai_0 -> clkdlybuf4s50_1"
export IMPL_met3_wirelength_um=167
export IMPL_netlist_area_leader_share_pct=13.9
export IMPL_crit_buf_inv=3
export IMPL_post_detailed_placement_half_perimeter_wirelength_um=2670
export IMPL_ant_nets=0
export IMPL_worstSetupStartpoint="addr[4]"
export IMPL_crit_fanout=8
export IMPL_design_area_mm2=0.00147
export IMPL_first_drt_iteration_drcs=73
export IMPL_worst_ir_drop_vdd_uv=62.5
export IMPL_n_fill_cell=581
export IMPL_via_count_of_the_first_global_routing_pass=1060
export IMPL_top_area_cell="sky130_fd_sc_hd__ha_1"
export IMPL_critPathCaptureType="output port"
export IMPL_wire_per_inst_um=12.9
export IMPL_flop_count=0
export IMPL_placement_io_buffers=38
export IMPL_drv_max_cap_violation_count=0
export IMPL_met1_length_um=1560
export IMPL_unrepaired_setup_endpoints_after_global_routing="false"
export IMPL_worst_margin_pin_slew_ns=0.343
export IMPL_tool_warnings=40
export IMPL_vias=1080
export IMPL_yosys_cells=134
export IMPL_grt_antenna_before_repair=0
export IMPL_post_drt_via_cell_ratio=4.35
export IMPL_layout_setup_ws_ns=0.238
export IMPL_min_delay_path_class="in -> out"
export IMPL_min_delay_path_depth=6
export IMPL_die_size_y_um=93
export IMPL_remaining_drc_errors=0
export IMPL_final_hold_viol_count=0
export IMPL_synthesis_area_per_instance_um2=6.70
export IMPL_gpl_final_weighted_congestion=0.892
export IMPL_die_width_um=93
export IMPL_share_of_cells_above_drive_strength_1_pct=20.8
export IMPL_ios=38
export IMPL_design_die_area_mm2=0.00865
export IMPL_worst_ep_required_time_ns=2.72
export IMPL_p_leak_nw=0.610
export IMPL_antenna_diode_count=0
export IMPL_syn_instance_count=134
export IMPL_post_route_period_util_pct=93.0
export IMPL_met2WireLength_um=1470
export IMPL_min_delay_start="addr[0]"
export IMPL_grt_first_pass_wirelength_um=5230
export IMPL_core_area_mm2=0.00514
export IMPL_synth_chip_area_um2=898
export IMPL_synth_yosys_warnings=0
export IMPL_report_power_total_w=0.000166
export IMPL_crit_path_start_kind="input pin"
export IMPL_report_final_setup_viol=0
==> worst max path at each step <==
stage / to / slack [ns] / depth (start not counted)
after CTS: q[10] / 0.006 / 7
after global routing: q[0] / 0.08 / 6
final: q[19] / 0.24 / 6
==> synthesized netlist by cell type <==
cell type                   count
sky130_fd_sc_hd__buf_6          1
sky130_fd_sc_hd__and3_1         1
sky130_fd_sc_hd__or3_1          1
sky130_fd_sc_hd__o311ai_0       1
sky130_fd_sc_hd__nor2_1         7
sky130_fd_sc_hd__nand4_1        2
sky130_fd_sc_hd__or2_2          1
sky130_fd_sc_hd__nand3_1        2
sky130_fd_sc_hd__a31oi_1        2
sky130_fd_sc_hd__mux2i_1        3
sky130_fd_sc_hd__nor2b_1       11
sky130_fd_sc_hd__inv_2          1
sky130_fd_sc_hd__buf_2          6
sky130_fd_sc_hd__o21a_1         5
sky130_fd_sc_hd__o211ai_1       1
sky130_fd_sc_hd__a21oi_4        1
sky130_fd_sc_hd__a2111oi_0      1
sky130_fd_sc_hd__o221ai_1       1
sky130_fd_sc_hd__nand3b_1       1
sky130_fd_sc_hd__a22oi_1        1
sky130_fd_sc_hd__o211a_1        1
sky130_fd_sc_hd__or3b_4         1
sky130_fd_sc_hd__o32ai_1        1
sky130_fd_sc_hd__clkbuf_1       3
sky130_fd_sc_hd__inv_1          5
sky130_fd_sc_hd__o2111ai_1      1
sky130_fd_sc_hd__nand2b_1       4
sky130_fd_sc_hd__o21ai_0        8
sky130_fd_sc_hd__a21oi_1       13
sky130_fd_sc_hd__a221oi_2       1
sky130_fd_sc_hd__mux2_2         1
sky130_fd_sc_hd__a21boi_0       2
sky130_fd_sc_hd__buf_4         10
sky130_fd_sc_hd__a21o_1         2
sky130_fd_sc_hd__a221oi_1       1
sky130_fd_sc_hd__and2_1         1
sky130_fd_sc_hd__o21ba_2        1
sky130_fd_sc_hd__nand2_1       11
sky130_fd_sc_hd__o22ai_1        1
sky130_fd_sc_hd__a32oi_1        1
sky130_fd_sc_hd__nor3b_1        1
sky130_fd_sc_hd__nor3_1         2
sky130_fd_sc_hd__ha_1          10
sky130_fd_sc_hd__o31a_1         2
==> layout by cell type (no fill, tap or decap), drive strengths merged, types with 3 or more instances in the layout <==
cell type | synthesis | final
ha | 10 | 10
buf | 17 | 26
dlymetal6s2s | 0 | 3
a21oi | 14 | 14
o21ai | 8 | 8
nor2 | 7 | 7
nand2b | 4 | 4
o21a | 5 | 5
nor2b | 11 | 11
inv | 6 | 6
mux2i | 3 | 3
nand2 | 11 | 11
clkdlybuf4s50 | 0 | 34
==> logic make-up after synthesis <==
logic type	share of synthesized area, %
simple gates	27.3
buf+inv	16.7
mux	4.60
compound gates	37.5
fa+ha+maj	13.9
==> final cells by class <==
type	instances	area [um2]	share of cell area, %
well taps	70	87.6	5.97
repair buffers	64	594	40.5
inverters	6	22.5	1.53
multi-input cells	108	763	52.0
==> metrics by stage <==
| stage | TNS [ns] | util, % | hold slack [ns] | instances |
|---|---|---|---|---|
| detailed placement | -0.524 | 28.1 | 2.47 | 248 |
| CTS | 0 | 28.4 | 2.44 | 248 |
| global route | 0 | 28.6 | 2.34 | 248 |
| global placement | -0.590 | 28.1 | 2.48 | 248 |
| floorplan | 0 | - | 1.43 | 134 |
| finish | 0 | 28.6 | 2.26 | 248 |
==> per-layer routing <==
metal	track usage (%)	vias to the layer above
met4	0.257	0
met1	9.50	492
met3	1.62	3
met5	0	-
met2	12.0	20
li1	-	565
==> power by group <==
part | switching [W] | leakage, nW | internal, W | total [W]
clock network | 0 | 0 | 0 | 0
registers | 0 | 0 | 0 | 0
logic | 0.0000715 | 0.610 | 0.0000947 | 0.000166
total | 0.0000715 | 0.610 | 0.0000947 | 0.000166
==> what timing repair did <==
action / 4_1_cts / 5_1_grt
hold buffers: 0 / 0
cloned: 0 / 0
resized: 7 / 3
endpoints found under the setup margin: 11 / 21
Power is estimated from default activity; no workload was simulated.
